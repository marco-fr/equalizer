`design.v`:
```
module signal_adder (
    input logic [15:0] low_out,
    input logic [15:0] mid_out,
    input logic [15:0] high_out,
    output logic [15:0] audio_out
);
    assign audio_out = (low_out + mid_out + high_out);
endmodule
```
`run.sh`:
```
#!/bin/bash
# OpenROAD 26Q1-2900-gdf79404cd8, Yosys 0.63+post, stock flow scripts
make -C /OpenROAD-flow-scripts/flow DESIGN_CONFIG=/design/flow/config.mk WORK_HOME=/design/flow/orfs finish
```
`config.mk`:
```
export PLATFORM = sky130hd
export DESIGN_NAME = signal_adder
export DESIGN_NICKNAME = signal_adder
export VERILOG_FILES = /design/flow/design.v
export SDC_FILE = /design/flow/constraint.sdc
export NUM_CORES = 4
export LEC_CHECK = 1
export CORE_AREA = 10 10 91 91
export DIE_AREA = 0 0 101 101
```
`constraint.sdc`:
```
current_design signal_adder

set clk_period 9.4
set clk_io_pct 0.2

create_clock -name clk0 -period $clk_period

set non_clock_inputs [all_inputs -no_clocks]
set_input_delay [expr $clk_period * $clk_io_pct] -clock clk0 $non_clock_inputs
set_output_delay [expr $clk_period * $clk_io_pct] -clock clk0 [all_outputs]
```
==> results.json <==
{
  "yosysChipArea_um2": 1010,
  "fp-utilization": 0.159,
  "crit_path_max_incr_delay_ns": 0.55,
  "overflow": 0,
  "rows": 29,
  "worstSetupStartpoint": "low_out[1]",
  "worstPathArrival_ns": 4.83,
  "cts_resized": 0,
  "setup_violations": 0,
  "startpoint_type": "input pin",
  "outcome": "finished, final reports clean",
  "grt_start_max_net_pins": 8,
  "finalNonFillerCells": 253,
  "dp.final_hpwl_um": 2810,
  "track_usage": 0.0589,
  "swShare": 0.391,
  "path_class": "input pin to primary output",
  "initialDrtViolationCount": 31,
  "max_slew_margin": 0.759,
  "antenna_found_initial": 0,
  "die_width_um": 101,
  "via_per_inst": 4.07,
  "switching_power_mw": 0.0755,
  "setup_tns_ns": 0,
  "finalClockPeriodUsage": 0.714,
  "flop_area_um2": 0,
  "route.detailed.drc": 0,
  "worstPathRequired_ns": 7.52,
  "irDropWorstVdd_uv": 50.1,
  "ctsHoldBuffers": 0,
  "io_pins": 64,
  "p_comb_frac": 1.000,
  "cp_max_fo": 3,
  "avgSynthCellArea_um2": 9.02,
  "drive_gt1_frac": 0.0170,
  "die-height_um": 101,
  "crit_buf_inv": 3,
  "max_freq_mhz": 149,
  "gp_congestion": 0.846,
  "yosys_warnings": 0,
  "drt_first_pass_iters": 4,
  "ys_seq_share": 0,
  "core_area_um2": 6350,
  "portBuffers": 64,
  "slew_violations": 0,
  "path_delay_family": "adder cells",
  "nClkBuffers": 0,
  "holdCritStartpoint": "high_out[0]",
  "ff_count": 0,
  "rsz0062_at_grt": "false",
  "post_cts_buffers": 0,
  "crit_slowest_cell": "fa_1",
  "postRouteAntennaNets": 0,
  "cp_cell_sequence": "clkdlybuf4s50_1 -> fa_1 -> ha_1 -> inv_1 -> fa_1 -> nor2b_1 -> o2111ai_1 -> a21o_1 -> a211o_1 -> nand3_2 -> clkdlybuf4s50_1",
  "finalHoldViolCount": 0,
  "hp-class": "input pin to primary output",
  "cp.depth": 11,
  "n_antenna_cell": 0,
  "p_per_area_nw_per_um2": 110,
  "syn_area_um2": 1010,
  "grt_pass1_vias": 1117,
  "p_leak_nw": 0.718,
  "drt-wirelength-per-cell_um": 11.9,
  "syn2layout_area_growth_pct": 73.0,
  "cap_violations": 0,
  "synth_cell_type_count": 29,
  "dieArea_um2": 10200,
  "pwr-share-seq": 0,
  "crit_path_end_kind": "primary output",
  "synthCells": 112,
  "vias": 1030,
  "worst_pin_slew_ns": 0.352,
  "routed_wl_um": 3010,
  "holdPathStages": 5,
  "placedCellCount": 253,
  "ys_cells": 112,
  "warnings": 32,
  "grt_pass1_wl_um": 5060,
  "pwr-share-clk": 0,
  "post-route-min-period_ns": 6.71,
  "p_int_mw": 0.118
}
-- placed cells by master, fill, tap and decap left out, types with 3 or more instances in the layout --
cell type / count
clkdlybuf4s50_1: 64
xnor2_1: 8
a21o_1: 5
inv_1: 12
fa_1: 16
xor2_1: 6
nand3_1: 7
nor2b_1: 3
nand2_1: 4
a21oi_1: 12
ha_1: 14
a31oi_1: 3
-- synth_stat cells, types with 2 or more instances --
cell	instances	area, um^2
a21o_1	5	37.5
a21oi_1	12	60.1
a31oi_1	3	18.8
fa_1	16	320
ha_1	14	175
inv_1	12	45.0
nand2_1	4	15.0
nand3_1	7	35.0
nand4_1	2	12.5
nor2_1	2	7.51
nor2b_1	3	18.8
o21ai_0	2	10.0
o21bai_1	2	15.0
xnor2_1	8	70.1
xor2_1	6	52.6
-- routing by layer --
metal	track usage	vias up	routed length, um
li1	-	532	-
met1	0.0769	449	1420
met2	0.0919	49	1150
met3	0.0291	0	429
met4	0	0	0
met5	0	-	0
-- cells by family after synthesis --
logic type / count (synthesis) / synth area share
buffers and inverters: 12 / 0.0446
multiplexers: 1 / 0.00991
XOR/XNOR: 14 / 0.121
AND-OR/OR-AND: 32 / 0.208
adder cells (fa/ha/maj): 30 / 0.491
AND/OR/NAND/NOR: 23 / 0.125
-- path summary, 6_finish.rpt --
| kind | endpoint | slack, ns |
|---|---|---|
| max | audio_out[15] | 2.69 |
| min | audio_out[0] | 4.79 |
-- per-stage QoR --
| stage | util | hold WS [ns] | instance area, um^2 | total power, mW | worst slack [ns] |
|---|---|---|---|---|---|
| 2_1_floorplan | - | 3.97 | 1010 | 0.0897 | 3.74 |
| 3_3_place_gp | 0.275 | 4.80 | 1750 | 0.199 | 2.68 |
| 3_5_place_dp | 0.275 | 4.80 | 1750 | 0.198 | 2.66 |
| 4_1_cts | 0.275 | 4.80 | 1750 | 0.199 | 2.66 |
| 5_1_grt | 0.275 | 4.86 | 1750 | 0.221 | 2.50 |
| 6_report | 0.275 | 4.79 | 1750 | 0.193 | 2.69 |
-- power by group through the flow --
stage	registers [mW]	logic (mW)	clock network (mW)
after global routing	0	0.221	0
final	0	0.193	0
after CTS	0	0.199	0
-- worst min-delay path, cell delays in order --
cell and delay (ns):
clkdlybuf4s50_1 0.40, inv_1 0.06, fa_1 0.15, inv_1 0.03
clkdlybuf4s50_1 0.39
-- cell type report --
cell class                 count  area, um^2
fill                         664        4600
inverter                      12        45.0
multi-input combinational    100         965
tap                           77        96.3
timing repair buffer          64         641
Power figures rest on the tool's default switching activity, not on a simulated workload.
