## flow/config.mk

```make
export PLATFORM = sky130hd
export DESIGN_NAME = baudgen
export DESIGN_NICKNAME = baudgen
export VERILOG_FILES = /design/flow/design.v
export SDC_FILE = /design/flow/constraint.sdc
export NUM_CORES = 4
export LEC_CHECK = 1
export CORE_AREA = 10 10 96 96
export DIE_AREA = 0 0 106 106
```

## flow/constraint.sdc

```tcl
current_design baudgen

set clk_period 3.8
set clk_io_pct 0.2

create_clock -name clk0 -period $clk_period [get_ports {clk}]

set non_clock_inputs [all_inputs -no_clocks]
set_input_delay [expr $clk_period * $clk_io_pct] -clock clk0 $non_clock_inputs
set_output_delay [expr $clk_period * $clk_io_pct] -clock clk0 [all_outputs]
```

## flow/design.v

```verilog
module baudgen(
    input logic reset,
    input logic clk,
    output logic baud_on
);
parameter CLOCK_SPEED = 9600;
parameter BAUD_RATE = 9600;
parameter TPB = CLOCK_SPEED / BAUD_RATE;
logic[15:0] counter = 16'b0;
always_ff @(posedge clk or posedge reset) begin
    if(reset) begin
        counter <= 0;
        baud_on <= 0;
    end else begin
        if({16'b0,counter} == TPB - 1) begin
            counter <= 'b0;
            baud_on <= 1;
        end else begin
            counter <= counter + 'b1;
            baud_on <= 0;
        end
    end
end
endmodule
```

## flow/run.sh

```bash
#!/bin/bash
# OpenROAD 26Q1-2900-gdf79404cd8, Yosys 0.63+post, stock flow scripts
make -C /OpenROAD-flow-scripts/flow DESIGN_CONFIG=/design/flow/config.mk WORK_HOME=/design/flow/orfs finish
```

==> impl_metrics.env <==
# physical design summary
export IMPL_dp_slack_ns=2.18
export IMPL_setup_total_neg_slack_ns=0
export IMPL_antenna_left=0
export IMPL_ys_top_cells_by_area="dfrtp_1 (52%), xnor2_1 (7.5%), xor2_1 (7.5%), nor4_2 (6.1%), ha_1 (3.1%)"
export IMPL_register_area_share_after_synthesis_pct=51.9
export IMPL_numClockSinks=17
export IMPL_fmax_mhz=563
export IMPL_hpwl_um=966
export IMPL_fin_crit_ns=1.78
export IMPL_startpoint_of_the_worst_slack_reg_to_reg_timing_path="counter[0]$_DFF_PP0_"
export IMPL_portBuffers=2
export IMPL_worstHoldStart="counter[15]$_DFF_PP0_"
export IMPL_fp_util_pct=11.4
export IMPL_drtIter0Drc=13
export IMPL_dieArea_mm2=0.0112
export IMPL_nFillCells=821
export IMPL_placement_rows=31
export IMPL_critical_path_slowest_cell="clkdlybuf4s50_1"
export IMPL_openroad_warning_count=26
export IMPL_timing_max_slew_rel_slack_pct=59.0
export IMPL_yosys_stat_cells=71
export IMPL_grt_setup_unrepaired="no"
export IMPL_path_depth=1
export IMPL_post_synth_instance_area_um2=820
export IMPL_synth_seq_cells=17
export IMPL_power_frac_clock_pct=41.3
export IMPL_worstSkewPairLatency_ns=0.25
export IMPL_timing_hold_violations_final=0
export IMPL_ctsLongestPathBuffers=2
export IMPL_die_size_y_um=106
export IMPL_critPathLaunchType="flip-flop"
export IMPL_worst_hold_path_num_cells=1
export IMPL_detail_route_wirelength_mm=1.36
export IMPL_timing_critical_path_to_type="output port"
export IMPL_critical_path_required_ns=3.04
export IMPL_grt_pass1_vias=503
export IMPL_cts_clk_slew_worst_paths_ns=0.06
export IMPL_powerDensity_mw_per_mm2=316
export IMPL_postSynthCellCount=71
export IMPL_flow_area_growth_from_synthesis_pct=22.0
export IMPL_syn_mean_instance_area_um2=11.5
export IMPL_cts_buffers=3
export IMPL_combinationalPowerShare_pct=1.4
export IMPL_cts_tree="yes"
export IMPL_crit_chain="clkdlybuf4s50_1"
export IMPL_chip_area_estimate_from_yosys_synthesis_um2=820
export IMPL_cp_top_family="buffers and inverters"
export IMPL_hold_path_class="reg2reg"
export IMPL_post_route_util_pct=13.9
export IMPL_detail_route_antenna_diodes=0
export IMPL_cap_violations=0
export IMPL_ys_dominant_reg_cell="dfrtp_1"
export IMPL_post_route_period_util_pct=46.7
export IMPL_setup_worst_path_start="baud_on$_DFF_PP0_"
export IMPL_grt_use_total_pct=2.41
export IMPL_vdd_ir_drop_max_mv=0.101
export IMPL_finalSetupViolCount=0
export IMPL_crit_type="reg2out"
export IMPL_drt_pass1_iter_count=4
export IMPL_synth_top_area_share_pct=51.9
export IMPL_timing_critical_path_buf_inv=1
export IMPL_power_frac_seq_pct=57.4
export IMPL_drc_errors=0
export IMPL_grt_ovfl_total=0
export IMPL_top_area_cell="dfrtp_1"
export IMPL_last_weighted_congestion_value_of_the_routability_driven_placer=0.772
export IMPL_pin_count_of_the_biggest_net_entering_global_routing=18
export IMPL_timing_final_max_slew_violations=0
export IMPL_enable_flop_cells=0
export IMPL_detail_route_vias_per_cell=2.95
export IMPL_wl_per_cell_um=7.80
export IMPL_proportion_of_layout_cells_with_a_drive_suffix_above_1_pct=13.3
export IMPL_p_switching_uw=60.9
export IMPL_sequential_cell_area_um2=425
export IMPL_outcome="finished clean"
export IMPL_multi_input_logic_area_um2=365
export IMPL_final_instance_count_excl_fill=174
export IMPL_timing_critical_path_arrival_ns=1.02
export IMPL_timing_worst_slew_pin_value_ns=0.614
export IMPL_postCtsHoldBufs=0
export IMPL_postCtsSetupBuffers=0
export IMPL_switching_share_pct=19.3
export IMPL_die_w_um=106
export IMPL_place_detailed_instances=170
export IMPL_yosys_warnings=1
export IMPL_cts_max_level=1
export IMPL_core_mm2=0.00721
export IMPL_fin_ws_ns=2.02
export IMPL_path_max_fanout=1
export IMPL_boundaryPins=3
export IMPL_largest_stage_delay_on_the_critical_path_ns=0.45
export IMPL_grt_antenna_before_repair=0
export IMPL_post_synth_num_cell_types=19
export IMPL_leakagePower_nw=0.407
export IMPL_async_reset_ff_share_pct=100
export IMPL_clock_root_buffer="clkbuf_8"
export IMPL_internal_power_uw=255
export IMPL_detailroute_via_count=513
export IMPL_worst_r2r_path_depth=4
export IMPL_grt_pass1_wl_mm=2.42
export IMPL_clock_skew_final_ns=0.00250
export IMPL_cts_resized=0
## sequential cells by signal (all words and copies together) (netlist names)
name and flops:
counter 16, baud_on 1
## cells in the final DEF, fill, tap and decap left out, drive strengths merged
master,instances
and4,2
clkbuf,3
clkdlybuf4s50,2
clkinv,1
dfrtp,17
ha,2
inv,5
nand2,4
nand3,4
nand4,5
nor2,3
nor2b,1
nor3,4
nor3b,1
nor4,7
xnor2,7
xor2,7
## layer usage
metal	up-vias	GRT usage, %	part of all wire, %
li1	256	-	-
met1	247	3.51	52
met2	8	3.62	42
met3	2	0.183	2.1
met4	0	0.967	3.7
met5	-	0	0
## cell type report
class                      instances  area share [%]
sequential                        17            42.6
timing repair buffer               2            2.00
inverter                           5            1.88
tap                               99            12.4
clock buffer                       3            4.13
multi-input combinational         47            36.5
clock inverter                     1           0.501
## kinds of logic (layout without fill, tap and decap cells)
group / count (synthesis) / after routing / share of synthesized area [%]
buf+inv: 7 / 11 / 3.51
xor+xnor: 14 / 14 / 15.0
simple gates: 31 / 31 / 26.6
fa+ha+maj: 2 / 2 / 3.05
flops: 17 / 17 / 51.9
## path summary, 6_finish.rpt
check                      slack [ns]                     to
max                              2.02                baud_on
min                              0.48  counter[15]$_DFF_PP0_
max reg2reg                      2.33  counter[14]$_DFF_PP0_
min reg2reg                      0.48  counter[15]$_DFF_PP0_
max in group asynchronous        2.52   counter[5]$_DFF_PP0_
min in group asynchronous        0.88   counter[4]$_DFF_PP0_
## through the flow
stage / cell area, µm² / power (mW) / hold slack [ns]
after CTS: 1000 / 0.321 / 0.477
after floorplan: 820 / 0.187 / 0.443
after global placement: 953 / 0.189 / 0.469
after global routing: 1000 / 0.329 / 0.490
after detailed placement: 953 / 0.189 / 0.466
final: 1000 / 0.315 / 0.478
## cells in the mapped netlist (all sizes together), types with 2 or more instances
library cell and count:
and4 2, dfrtp 17, ha 2, inv 5, nand2 4, nand3 4, nand4 5, nor2 3
nor3 4, nor4 7, xnor2 7, xor2 7
## power by group through the flow
stage | Combinational (mW) | Clock (mW) | Sequential, mW
after CTS | 0.00467 | 0.135 | 0.181
after global routing | 0.00509 | 0.144 | 0.181
final | 0.00427 | 0.130 | 0.181
Power figures rest on the tool's default switching activity, not on a simulated workload.
